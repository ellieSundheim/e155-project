$ cat ./design.v
module spi_receive_only(input  logic sck, 
               input  logic sdi,
               output logic sdo,
               input  logic load,
               output logic [15:0] p1, p2
               );
    always_ff @(posedge sck)
        if (load)  {p1, p2} = {p1[14:0], p2, sdi};  
        else       {p1, p2} = {p1, p2};  
    always_ff @(negedge sck) begin
    end
    assign sdo = 0;
endmodule
module spi_receive_only_tb();
   logic [15:0] p1, p2, p1_exp, p2_exp;
   logic clk, load, done, sck, sdi, sdo;
    logic [31:0] comb;
    logic [8:0] i;
    logic delay;
    spi_receive_only dut ( sck, sdi, sdo, load, p1, p2);
    initial begin   
        p1_exp <= 16'h0102;
        p2_exp <= 16'h0304;
    end
    always begin
            clk = 1'b0; #5;
            clk = 1'b1; #5;
    end
    initial begin
      i = 0;
      load = 1'b1;
      delay = 1;
    end
	assign comb = {p1_exp, p2_exp};
    always @(posedge clk) begin
      if (i == 32) load = 1'b0;
      if (i<32) begin
        #1; sdi = comb[32-i];
        #1; sck = 1; #5; sck = 0;
        i = i + 1;
      end else if (done && delay) begin
        #100;  
        delay = 0;
      end 
    end
endmodule
module aes_spi(input  logic sck, 
               input  logic sdi,
               output logic sdo,
               input  logic done,
               output logic [127:0] key, plaintext,
               input  logic [127:0] cyphertext);
    logic         sdodelayed, wasdone;
    logic [127:0] cyphertextcaptured;
    always_ff @(posedge sck)
        if (!wasdone)  {cyphertextcaptured, plaintext, key} = {cyphertext, plaintext[126:0], key, sdi};
        else           {cyphertextcaptured, plaintext, key} = {cyphertextcaptured[126:0], plaintext, key, sdi};  
    always_ff @(negedge sck) begin
        wasdone = done;
        sdodelayed = cyphertextcaptured[126];
    end
    assign sdo = (done & !wasdone) ? cyphertext[127] : sdodelayed;
endmodule
$ cat ./run.sh
#!/bin/bash
# OpenROAD 26Q1-2900-gdf79404cd8, Yosys 0.63+post, stock flow scripts
make -C /OpenROAD-flow-scripts/flow DESIGN_CONFIG=/design/flow/config.mk WORK_HOME=/design/flow/orfs finish
$ cat ./config.mk
export PLATFORM = sky130hd
export DESIGN_NAME = aes_spi
export DESIGN_NICKNAME = aes_spi
export VERILOG_FILES = /design/flow/design.v
export SDC_FILE = /design/flow/constraint.sdc
export NUM_CORES = 4
export LEC_CHECK = 1
export CORE_AREA = 10 10 245 245
export DIE_AREA = 0 0 255 255
$ cat ./constraint.sdc
current_design aes_spi

set clk_period 9.5
set clk_io_pct 0.2

create_clock -name clk0 -period $clk_period [get_ports {sck}]

set non_clock_inputs [all_inputs -no_clocks]
set_input_delay [expr $clk_period * $clk_io_pct] -clock clk0 $non_clock_inputs
set_output_delay [expr $clk_period * $clk_io_pct] -clock clk0 [all_outputs]
==> impl_metrics.env <==
# source this file to load flow results
export IMPL_status="finished, final reports clean"
export IMPL_gp_congestion=0.8453
export IMPL_cap_violations=0
export IMPL_ys_flops=385
export IMPL_grtUsageTotal_pct=8.653
export IMPL_num_rows=86
export IMPL_worst_slack_ns=0.7803
export IMPL_post_drt_wl_per_cell_um=16.93
export IMPL_slowest_stage="dfxtp_4"
export IMPL_fin_util_pct=27.94
export IMPL_area_growth_synth_to_final_pct=64.20
export IMPL_syn_cell_area_sq_um=9339
export IMPL_synthFlopType="dfxtp_1"
export IMPL_p_leak_nw=5.762
export IMPL_cp_cell_sequence="nand2b_1 > mux2_2 > clkdlybuf4s50_1"
export IMPL_finalPower_mw=3.441
export IMPL_yosysUniqueCellTypes=6
export IMPL_final_cell_area_sq_um=15330
export IMPL_path_class="reg -> out"
export IMPL_synthTopCellsByArea="dfxtp_1, mux2_2, clkbuf_8"
export IMPL_drive_above_1_share_pct=20.18
export IMPL_ys_seq_share_pct=82.53
export IMPL_yosys_area_top_type_share_pct=82.53
export IMPL_tightest_slew_ns=0.8090
export IMPL_clockRootBuffer="clkbuf_16"
export IMPL_avgSynthCellArea_sq_um=17.65
export IMPL_cts_tree="yes"
export IMPL_cp_end_kind="output pin"
export IMPL_dr_pass1_iters=4
export IMPL_ys_cells=529
export IMPL_max_stage_delay_ns=0.57
export IMPL_required_ns=7.60
export IMPL_cts_num_sinks=385
export IMPL_clk_pin_slew_ns=0.06
export IMPL_die_area_sq_um=65030
export IMPL_grt_start_max_net_pins=63
export IMPL_synthArstFlopShare_pct=0
export IMPL_tool_warnings=27
export IMPL_relSlewSlack_pct=46.07
export IMPL_power_density_nw_per_um2=224.4
export IMPL_synth_cells=529
export IMPL_synth_most_common_cell="dfxtp_1"
export IMPL_cts_hold_buf=0
export IMPL_edf_count=0
export IMPL_common_cells="dfxtp_1, mux2_2, clkbuf_8, buf_6"
export IMPL_htreeDepth=2
export IMPL_numCtsBuffers=40
export IMPL_io_buffers=387
export IMPL_avgViaCountPerCell=3.261
export IMPL_clock_path_buffers=3
export IMPL_hp_class="reg -> reg"
export IMPL_boundaryPins=388
export IMPL_yosysTopAreaCell="dfxtp_1"
export IMPL_cp_top_family="flip-flops"
export IMPL_pre_cts_ws_ns=1.364
export IMPL_grt_pass1_wl_mm=40.73
export IMPL_hpwl_mm=20.99
export IMPL_die_h_um=255
export IMPL_antenna_found_initial=6
export IMPL_cp_num_buf_inv=1
export IMPL_yosysWarnings=1
export IMPL_synth_area_yosys_sq_um=9339
export IMPL_drt_total_wl_mm=28.50
export IMPL_peakVddDrop_uv=143.0
export IMPL_route_detailed_drc=0
export IMPL_slew_viol_final=0
export IMPL_tns_ns=0
export IMPL_worst_clock_skew_ns=0.04863
export IMPL_initial_core_util_pct=17.02
export IMPL_core_sq_um=54880
export IMPL_drt_iter0_markers=122
export IMPL_cp_max_fo=30
export IMPL_worstPathArrival_ns=6.82
export IMPL_clk_latency_ns=0.59
export IMPL_overflow=0
export IMPL_place_area_sq_um=13930
export IMPL_die_x_um=255
export IMPL_rsz0062_at_grt="false"
export IMPL_hold_viol=0
export IMPL_finalSetupViolCount=0
export IMPL_drt_antenna_violating_nets=0
export IMPL_route_vias_total=5489
export IMPL_ctsResizeCount=0
export IMPL_grt_pass1_vias=6119
export IMPL_cp_start_kind="flop"
export IMPL_post_cts_setup_buffers=0
-- area by class of cell --
type | count | area (sq um)
Fill cell | 5525 | 39540
Sequential cell | 385 | 7711
Timing Repair Buffer | 389 | 3889
Multi-Input combinational cell | 129 | 1448
Clock buffer | 54 | 1155
Tap cell | 704 | 880.8
Clock inverter | 19 | 244.0
Antenna cell | 3 | 7.507
-- cell usage in the layout, fill, tap and decap left out, drive strengths merged --
cell           synthesis  layout
clkinvlp               0       6
nand2b                 1       1
mux2                 128     128
inv                    1       2
bufinv                 0       3
clkdlybuf4s50          0     387
dfxtp                385     385
clkbuf                 9      54
diode                  0       3
buf                    5       2
clkinv                 0       8
-- cells by family after synthesis --
kind of cell | Yosys count | share of synthesized area, %
DFF | 385 | 82.53
muxes | 128 | 15.43
buffers and inverters | 15 | 1.969
and+or+nand+nor | 1 | 0.06703
-- final timing paths --
| check | start | end | slack [ns] | cells after the start |
|---|---|---|---|---|
| hold reg to reg | plaintext[5] | plaintext[6] | 0.34 | 0 |
| hold / removal | plaintext[5] | plaintext[6] | 0.34 | 0 |
| setup / recovery | wasdone | sdo | 0.78 | 3 |
| setup reg to reg | wasdone | cyphertextcaptured[57] | 2.31 | 3 |
-- through the flow --
stage / instances / hold WS (ns)
after global placement: 1608 / 0.3338
after detailed placement: 1608 / 0.3353
after CTS: 1680 / 0.3467
final: 1683 / 0.3397
after floorplan: 529 / 0.3096
after global routing: 1680 / 0.3496
-- registers in the layout, indices dropped and copies added, names as in the netlist --
signal,flops
plaintext,128
key,128
cyphertextcaptured,127
sdodelayed,1
wasdone,1
-- power by group --
group / leakage [nW] / switching [mW] / total, mW / internal (mW)
Clock: 0.672 / 0.643 / 1.59 / 0.946
Combinational: 1.92 / 0.0343 / 0.146 / 0.112
Sequential: 3.17 / 0.0224 / 1.71 / 1.68
Total: 5.76 / 0.700 / 3.44 / 2.74
-- metal layers --
layer / vias to the layer above / track usage [%] / wire [um]
met5: - / 0 / 54
met4: 8 / 1.819 / 673
met3: 47 / 7.848 / 6128
met2: 353 / 11.99 / 11190
met1: 2491 / 9.735 / 10450
li1: 2590 / - / -
Power figures rest on the tool's default switching activity, not on a simulated workload.
