==> design/flow/design.v <==
module single(input logic [11:0] p1data,
            output logic [5:0] screen);
    logic [11:0] t0,t1,t2,t3,t4,t5,t6,t7,t8,t9,t10,t11,t12,t13,t14,t15;  
    assign t0 = 12'b000000000000;  
    assign t1 = 12'b000011100001;  
    assign t2 = 12'b000111000010;  
    assign t3 = 12'b001010100011;  
    assign t4 = 12'b001110000101;  
    assign t5 = 12'b010001100110;  
    assign t6 = 12'b010101000111;  
    assign t7 = 12'b011000101000;  
    assign t8 = 12'b011100010100;  
    assign t9 = 12'b011111101011;  
    assign t10 = 12'b100011001100;  
    assign t11 = 12'b100110101110;  
    assign t12 = 12'b101010001111;  
    assign t13 = 12'b101101110000;  
    assign t14 = 12'b110001010001;  
    assign t15 = 12'b110100110011;  
    always_comb begin
        if ((p1data>t0)&&(p1data<t1)) screen <= 0;  
        else if ((p1data>t1)&&(p1data<t2)) screen <= 1;
        else if ((p1data>t2)&&(p1data<t3)) screen <= 2;
        else if ((p1data>t3)&&(p1data<t4)) screen <= 3;
        else if ((p1data>t4)&&(p1data<t5)) screen <= 4;
        else if ((p1data>t5)&&(p1data<t6)) screen <= 5;
        else if ((p1data>t6)&&(p1data<t7)) screen <= 6;
        else if ((p1data>t7)&&(p1data<t8)) screen <= 7;
        else if ((p1data>t8)&&(p1data<t9)) screen <= 8;
        else if ((p1data>t9)&&(p1data<t10)) screen <= 9;
        else if ((p1data>t10)&&(p1data<t11)) screen <= 10;
        else if ((p1data>t11)&&(p1data<t12)) screen <= 11;
        else if ((p1data>t12)&&(p1data<t13)) screen <= 12;
        else if ((p1data>t13)&&(p1data<t14)) screen <= 13;
        else if ((p1data>t14)&&(p1data<t15)) screen <= 14;
        else if (p1data>t15) screen <= 15;  
        else screen <= 0;
    end
endmodule
module multi(input logic [11:0] p1data,
            input logic [11:0] p2data,
            input logic clk,
            input logic reset,
            output logic [5:0] screen);
    logic [5:0] state, nextstate;
    logic [11:0] t0,t1,t2,t3,t4,t5,t6,t7,t8,t9,t10,t11,t12,t13,t14,t15;
    logic [20:0] div;
    always_ff @(posedge clk, posedge reset)
        if (reset) begin
            div <= 0;
        end
        else begin
            div <= div + 1;
        end
    always_ff @(posedge div[20], posedge reset)
        if (reset) begin 
            state <= 18;
        end
        else begin
            state <= nextstate;
        end
    always_comb
        case (state)
            0: if (p1data>p2data) nextstate <= 1;  
                else nextstate <= 19;
            1: if (p1data>p2data) nextstate <= 2;
                else nextstate <= 0;
            2: if (p1data>p2data) nextstate <= 3;
                else nextstate <= 1;
            3: if (p1data>p2data) nextstate <= 4;
                else nextstate <= 2;
            4: if (p1data>p2data) nextstate <= 5;
                else nextstate <= 3;
            5: if (p1data>p2data) nextstate <= 6;
                else nextstate <= 4;
            6: if (p1data>p2data) nextstate <= 7;
                else nextstate <= 5;
            7: if (p1data>p2data) nextstate <= 8;  
                else nextstate <= 6;
            8: if (p1data>p2data) nextstate <= 9;
                else nextstate <= 7;
            9: if (p1data>p2data) nextstate <= 10;
                else nextstate <= 8;
            10: if (p1data>p2data) nextstate <= 11;
                else nextstate <= 9;
            11: if (p1data>p2data) nextstate <= 12;
                else nextstate <= 10;
            12: if (p1data>p2data) nextstate <= 13;
                else nextstate <= 11;
            13: if (p1data>p2data) nextstate <= 14;
                else nextstate <= 12;
            14: if (p1data>p2data) nextstate <= 20;  
                else nextstate <= 13;
            15: nextstate <= 7;  
            16: nextstate <= 15;
            17: nextstate <= 16;
            18: nextstate <= 17;  
            19: nextstate <= 19;  
            20: nextstate <= 20;  
            default: nextstate <= 18;
        endcase
    always_comb 
		begin
			case (state)
				0: screen <= 16;  
				1: screen <= 17;
				2: screen <= 18;
				3: screen <= 19;
				4: screen <= 20;
				5: screen <= 21;
				6: screen <= 22;
				7: screen <= 23;  
				8: screen <= 24;
				9: screen <= 25;
				10: screen <= 26;
				11: screen <= 27;
				12: screen <= 28;
				13: screen <= 29;
				14: screen <= 30;  
                15: screen <= 31;  
                16: screen <= 32;  
                17: screen <= 33;  
                18: screen <= 34;  
                19: screen <= 35;  
                20: screen <= 36;  
				default: screen <= 34;
			endcase
		end
endmodule
==> design/flow/run.sh <==
#!/bin/bash
# OpenROAD 26Q1-2900-gdf79404cd8, Yosys 0.63+post, stock flow scripts
make -C /OpenROAD-flow-scripts/flow DESIGN_CONFIG=/design/flow/config.mk WORK_HOME=/design/flow/orfs finish
==> design/flow/config.mk <==
export PLATFORM = sky130hd
export DESIGN_NAME = multi
export DESIGN_NICKNAME = multi
export VERILOG_FILES = /design/flow/design.v
export SDC_FILE = /design/flow/constraint.sdc
export NUM_CORES = 4
export LEC_CHECK = 1
export CORE_UTILIZATION = 40
==> design/flow/constraint.sdc <==
current_design multi

set clk_period 3.7
set clk_io_pct 0.2

create_clock -name clk0 -period $clk_period [get_ports {clk}]

set non_clock_inputs [all_inputs -no_clocks]
set_input_delay [expr $clk_period * $clk_io_pct] -clock clk0 $non_clock_inputs
set_output_delay [expr $clk_period * $clk_io_pct] -clock clk0 [all_outputs]
==> flow_summary.ini <==
; yosys + openroad results
[synthesis]
ys_seq_share_pct = 39.37
edf_count = 0
yosys_cells = 180
ys_chip_area_um2 = 1659
avgSynthCellArea_um2 = 9.217
yosysTopAreaCell = dfrtp_1
topCellsByArea = dfrtp_1, ha_1, xnor2_1
top_cell_area_share_pct = 36.20
ys_warn_count = 1
flop_cell = dfrtp_1
ys_types = 37
ys_async_sr_fraction_pct = 100.0
synth_area_um2 = 1659
synth-seq-cells = 26
syn_inst = 180

[routing]
vias = 1357
drcViolationCount = 0
antenna_left = 0
dr.pass1.iters = 4
routed_wirelength_um = 3154
avgViaCountPerCell = 5.219
detail_route.wl_per_cell_um = 12.13
drt_iter0_drc = 74
diodes = 0

[sta]
unclocked_regs = 5
finalCritPeriodShare_pct = 45.49
post-route-min-period_ns = 1.683
hold_viol_final = 0
finalSetupViolCount = 0
fmax_mhz = 594.2
worst_pin_slew_ns = 0.4456
rsz0062_at_grt = no
max-slew-margin-rel_pct = 70.26
drv_slew = 0
untimed_endpoints = 11
fin_setup_tns_ns = 0
finalClockSkew_ns = 0.002695

[place]
port_buffers = 31
hpwl_um = 2449
gp_congestion = 0.8175
place_area_um2 = 2013

[grt]
grt_pass1_wl_um = 5526
grt_pass1_vias = 1238
grt.overflow.total = 0
grt_max_degree = 15
track_usage_pct = 16.28
antenna_found_initial = 0

[hold_path]
hp-start = div[10]$_DFF_PP0_
hold_depth = 1
hold_path_class = reg2reg
min_to = div[10]$_DFF_PP0_

[pwr]
p_leak_nw = 0.9370
finalPower_mw = 0.4485
ir_drop_mv = 0.2113
power-per-cell-area_nw_per_um2 = 217.9

[critical_path]
critPathCaptureType = flip-flop
crit_type = reg2reg
reg2reg_slack_ns = 2.02
cp-start-kind = flip-flop
reg2reg_from = div[2]$_DFF_PP0_
r2r_end = div[20]$_DFF_PP0_
required_ns = 3.84
cp.arrival_ns = 1.82
cp_max_fo = 4
reg2regPathDepth = 6

[finish]
syn_to_final_growth_pct = 24.06
mostFrequentLayoutCells = clkdlybuf4s50_1, dfrtp_1, inv_1
drive_above_1_share_pct = 7.619
finalInstanceArea_um2 = 2058
final_common_cell = clkdlybuf4s50_1

[floorplanning]
core_um2 = 4000
die-width_um = 66.40
die-area_um2 = 4409
die_h_um = 66.40
row_count = 23
io_pins = 32
fp_util_pct = 41.48

[run]
maxCapViolCount = 0
warnings = 25

[clock_network]
htreeDepth = 1
cts.hold.buffers_added = 0
cts_buffers = 3
cts_tree = built
clk_path_buf_depth = 2
cts_resized = 0
clkLatencyLatePin_ns = 0.25
post_cts.repair.setup_buffers = 0
clk_pin_slew_ns = 0.07
cts-root-buf = clkbuf_8

[run_status]
status = complete, no violations
[worst max-delay path, stage by stage, from the launching register on]
cell	delay, ns
dfrtp_1	0.40
and3_1	0.23
and2_4	0.19
nand3_1	0.14
nor3_2	0.31
nand4_1	0.16
xnor2_1	0.15
[synth_stat cells, drive strengths merged (2+ instances only)]
cell type and instances:
a21oi 10, a41oi 2, and2 4, and3 2, clkbuf 5, dfrtp 24
dfstp 2, ha 13, inv 21, nand2 9, nand3 13, nand4 7
nor2 13, nor2b 2, nor3 9, o211ai 4, o21a 3, o21ai 6
o31ai 2, xnor2 14, xor2 6
[report_power, final]
group / total (mW) / internal, mW / switching, mW / leakage (nW)
sequential: 0.230 / 0.230 / 0 / 0.342
clock: 0.141 / 0.0765 / 0.0645 / 0.0228
combinational: 0.0777 / 0.0423 / 0.0354 / 0.572
total: 0.449 / 0.349 / 0.0999 / 0.937
[worst max path at each step]
stage     slack, ns             start  depth (start not counted)                 to
4_1_cts        2.02  div[2]$_DFF_PP0_                          6  div[20]$_DFF_PP0_
5_1_grt        1.90  div[2]$_DFF_PP0_                          6  div[20]$_DFF_PP0_
6_report       2.02  div[2]$_DFF_PP0_                          6  div[20]$_DFF_PP0_
[metrics by stage]
step                utilization [%]  std cells  hold WS [ns]  setup slack [ns]
global route                  51.45        260        0.4815             1.896
detailed placement            50.33        256        0.4582             2.048
finish                        51.45        260        0.4706             2.017
floorplan                         -        180        0.4376             2.217
CTS                           51.45        260        0.4755             2.020
global placement              50.33        256        0.4582             2.061
[state kept, by name (all words and copies together), names as in the netlist]
signal,count
div,21
state,5
[final cells by class]
type	instances	area, um2
timing repair buffer	32	317.8
inverter	21	78.83
tap	50	62.56
multi-input combinational	127	900.9
clock buffer	4	45.04
sequential	26	653.1
fill	351	1942
[cell families after synthesis]
group	after synthesis	synth area share, %
and+or+nand+nor	61	19.99
AOI/OAI and AO/OA	32	13.35
DFF	26	39.37
buffers and inverters	27	6.335
adders and majority gates	13	9.804
muxes	1	0.6033
xor gates and xnor gates	20	10.56
[layer usage]
metal	up-vias	wire length, um	share of wire [%]	track usage, %
met1	637	1515	48	25.46
li1	686	-	-	-
met2	29	1482	47	25.89
met3	5	115	3.6	1.573
met4	0	40	1.3	1.862
met5	-	0	0	0
Power and IR drop assume default switching activity.
